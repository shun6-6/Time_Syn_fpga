File: flow/run.sh
#!/bin/bash
# OpenROAD 26Q1-2900-gdf79404cd8, Yosys 0.63+post, stock flow scripts
make -C /OpenROAD-flow-scripts/flow DESIGN_CONFIG=/design/flow/config.mk WORK_HOME=/design/flow/orfs finish
File: flow/config.mk
export PLATFORM = sky130hd
export DESIGN_NAME = time_syn_rx
export DESIGN_NICKNAME = time_syn_rx
export VERILOG_FILES = /design/flow/design.v
export SDC_FILE = /design/flow/constraint.sdc
export NUM_CORES = 4
export LEC_CHECK = 1
export CORE_AREA = 10 10 157 157
export DIE_AREA = 0 0 167 167
File: flow/constraint.sdc
current_design time_syn_rx

set clk_period 2.1
set clk_io_pct 0.2

create_clock -name clk0 -period $clk_period [get_ports {i_clk}]

set non_clock_inputs [all_inputs -no_clocks]
set_input_delay [expr $clk_period * $clk_io_pct] -clock clk0 $non_clock_inputs
set_output_delay [expr $clk_period * $clk_io_pct] -clock clk0 [all_outputs]
File: flow/design.v
`timescale 1ns / 1ps
module time_syn_rx(
    input           i_clk               ,
    input           i_rst               ,
    output [63:0]   o_recv_time_stamp   ,
    output          o_recv_ts_valid     ,
    output [63:0]   o_recv_std_time     ,
    output          o_recv_std_valid    ,
    output [63:0]   o_recv_return_ts    ,
    output          o_recv_return_valid ,
    input           i_rx_axis_tvalid    ,
    input  [63:0]   i_rx_axis_tdata     ,
    input           i_rx_axis_tlast     ,
    input  [7 :0]   i_rx_axis_tkeep     ,
    input           i_rx_axis_tuser      
);
localparam      P_TS_PRE        =   64'h00_00_00_00_00_00_66; 
localparam      P_STD_PRE       =   64'h00_00_00_00_00_00_88; 
localparam      P_RETURN_PRE    =   64'h00_00_00_00_00_00_55; 
localparam      P_FRAME_LEN     =   8'd8;
reg             ri_rx_axis_tvalid   ;
reg  [63:0]     ri_rx_axis_tdata    ;
reg             ri_rx_axis_tlast    ;
reg  [7 :0]     ri_rx_axis_tkeep    ;
reg             ri_rx_axis_tuser    ;
reg  [63:0]     ro_recv_time_stamp  ;
reg             ro_recv_ts_valid    ;
reg  [63:0]     ro_recv_std_time    ;
reg             ro_recv_std_valid   ;
reg  [63:0]     ro_recv_return_ts   ;
reg             ro_recv_return_valid;
assign  o_recv_time_stamp   = ri_rx_axis_tdata      ;
assign  o_recv_ts_valid     = ro_recv_ts_valid      ;
assign  o_recv_std_time     = ri_rx_axis_tdata      ;
assign  o_recv_std_valid    = ro_recv_std_valid     ;
assign  o_recv_return_ts    = ri_rx_axis_tdata      ;
assign  o_recv_return_valid = ro_recv_return_valid  ;
always @(posedge i_clk or posedge i_rst)begin
    if(i_rst)begin
        ri_rx_axis_tvalid <= 'd0;
        ri_rx_axis_tdata  <= 'd0;
        ri_rx_axis_tlast  <= 'd0;
        ri_rx_axis_tkeep  <= 'd0;
        ri_rx_axis_tuser  <= 'd0;
    end
    else begin
        ri_rx_axis_tvalid <= i_rx_axis_tvalid;
        ri_rx_axis_tdata  <= i_rx_axis_tdata ;
        ri_rx_axis_tlast  <= i_rx_axis_tlast ;
        ri_rx_axis_tkeep  <= i_rx_axis_tkeep ;
        ri_rx_axis_tuser  <= i_rx_axis_tuser ;        
    end
end
always @(posedge i_clk or posedge i_rst)begin
    if(i_rst)
        ro_recv_ts_valid   <= 'd0;       
    else if(ri_rx_axis_tvalid && ri_rx_axis_tdata == P_TS_PRE)
        ro_recv_ts_valid   <= 'd1;         
    else 
        ro_recv_ts_valid   <= 'd0;            
end
always @(posedge i_clk or posedge i_rst)begin
    if(i_rst)begin
        ro_recv_std_valid <= 'd0;       
    end
    else if(ri_rx_axis_tvalid && ri_rx_axis_tdata == P_STD_PRE)begin
        ro_recv_std_valid <= 'd1;         
    end
    else begin
        ro_recv_std_valid <= 'd0;            
    end
end
always @(posedge i_clk or posedge i_rst)begin
    if(i_rst)begin
        ro_recv_return_valid <= 'd0;       
    end
    else if(ri_rx_axis_tvalid && ri_rx_axis_tdata == P_RETURN_PRE)begin
        ro_recv_return_valid <= 'd1;         
    end
    else begin
        ro_recv_return_valid <= 'd0;            
    end
end
endmodule
==> results.txt <==
Notes on the flow outputs.

- The count of antenna diodes in the layout is 0.
- The cell area after layout reads 5150 µm².
- The layout overhead on the synthesized area reads 80.1%.
- The number of cells reported by Yosys stat comes to 227.
- The portion of the clock cycle consumed by the worst path in the final layout reads 0.856.
- The maximum fanout along the worst path reads 4.
- Per the post-CTS timing run, clock transition at the registers of the reported paths is 0.05 ns.
- The number of search-and-repair iterations in the first detailed-routing pass is 3.
- The number of levels in the clock H-tree is 3.
- The worst hold path class is in -> reg.
- The count of pins over their slew limit reads 0.
- The number of I/O port buffers reads 261.
- The worst-path cell with the longest stage delay is sky130_fd_sc_hd__dfrtp_1.
- The share of synthesized area in the top cell type comes to 0.595.
- The switching share of power reads 0.207.
- The fmax reads 556 MHz.
- On the worst path, the slowest cell contributes a delay of 0.40 ns.
- The post-CTS hold buffer count recorded in the log is 0.
- The post-route setup TNS reads 0 ns.
- The total routing usage reported by global routing is 0.0741.
- The flow ran to the end, and the final reports show no timing, DRC or antenna violations.
- The gate family responsible for the most delay along the worst path reads simple AND/OR/NAND/NOR gates.
- The number of DRC violations after detailed-routing iteration 0 is 49.
- For this run the detailed placement stage logged an HPWL of 9090 µm.
- The critical path goes through nor4_1, buf_4, nand4_1, nor4_2, and4_1.
- The leading register cell type out of synthesis reads sky130_fd_sc_hd__dfrtp_1.
- The stat command in Yosys gives a chip area of 2860 µm².
- The combined buffer and inverter count along the critical path reads 1.
- By area the synthesized netlist is led by sky130_fd_sc_hd__dfrtp_1 (59%), sky130_fd_sc_hd__buf_4 (34%), sky130_fd_sc_hd__nor4_1 (2.6%).
- The library cell occupying the most area in the post-synthesis netlist is sky130_fd_sc_hd__dfrtp_1.
- The clock tree root driver cell is sky130_fd_sc_hd__clkbuf_16.
- Once synthesis finished, the tally of register bits stood at 68.
- Setup repair after global routing left no endpoint under its margin.
- Yosys mapped a number of flops with a built-in enable equal to 0.
- The minimum period implied by the final worst setup slack reads 1.80 ns.
- 272 I/O pins were placed.
- Cell internal power was estimated by the tool at 0.00262 W.
- The power report attributes to the clock group a share of 0.411.
- The maximum vdd drop is 0.312 mV.
- By count the netlist is led by sky130_fd_sc_hd__buf_4 (128), sky130_fd_sc_hd__dfrtp_1 (68), sky130_fd_sc_hd__nor4_1 (12).
- The worst-case clock skew reads 0.00431 ns.
- The kind of capture point of the worst setup path is a register.
- The total of endpoints with negative setup slack in the final report is 0.
- The pin closest to its max-slew limit shows a slew of 0.541 ns.
- The number of violations of the max-capacitance limit reads 0.
- The tally of unique sky130hd cells used after synthesis reads 14.
- The effective utilization at floorplan reads 0.135.
- The post-layout utilization of the core reads 0.244.
- The final hold violation count recorded for this run is 0.
- The number of gates resized after CTS was 0.
- The number of buffers added for setup after CTS is 0.
- The number of OpenROAD warnings reads 35.
- The number of placement rows is 53.
- In the final layout, the share of cells above drive strength 1 is 0.0500.
- From bottom edge to top edge, the die measures 167 µm.
- The total of warnings raised by yosys is 1.
- The detailed-route wire length reads 10500 µm.
- In this run the standard cell core region covers 21200 µm².
- The number of buffers created by CTS is 9.
- The portion of total power attributed to sequential cells is 0.440.
- Recorded from the global router log, the overflow total was 0.
- The most frequently used library cell after synthesis is sky130_fd_sc_hd__buf_4.
- The number of global-route vias before repair was 2425.
- For this run, the register share of the synthesized area comes to 0.595.
- The average size of a mapped cell reads 12.6 µm².
- Counting every instance in the synthesized netlist gives 227.
- The DRC violations left reads 0.
- The critical path data arrival time is 2.07 ns.
- The first-pass GRT wire length reads 15900 µm.
- After detailed placement, the total cell area comes to 4890 µm².
- The reported leakage power is 2.02 nW.
- The synthesis report gives the async set-or-reset register share as 1.00.
- The power per unit of standard cell area is 640 nW/µm².
- The CTS tree reads yes.
- Per the detail_route report, vias per standard cell equal 3.05.
- The via count reads 1998.
- The width of the chip reads 167 µm.
- The overall chip area is 27900 µm².
- The required arrival time at the worst endpoint is 2.37 ns.
- The number of sinks on the clock net reads 68.
- The switching power summed over all nets is 0.000684 W.
- The power share of the combinational group is 0.149.
- Measured against its own limit, the worst slew margin works out to 0.639.
- The routed wire length per instance is 16.1 µm.
- The worst setup path is launched from a register.
- The placer congestion estimate is 0.764.
- The kind of critical path is reg -> reg.
- CTS reports a maximum clock tree buffer depth of 2.
- In this run the cell area of the synthesized design comes to 2860 µm².
- The initial antenna violation count reads 0.
- The later pin in the worst-skew pair is clocked with a latency of 0.33 ns.
- The detail route stage leaves a number of antenna-violating nets equal to 0.
- The largest net degree at the start of global routing reads 42.
[power groups by stage]
| stage | clock [W] | combinational, W | sequential (W) |
|---|---|---|---|
| 6_report | 0.00136 | 0.000490 | 0.00145 |
| 5_1_grt | 0.00148 | 0.000535 | 0.00147 |
| 4_1_cts | 0.00144 | 0.000509 | 0.00146 |
[cell usage in the layout (no fill, tap or decap)]
cell,instances
sky130_fd_sc_hd__nand3_1,1
sky130_fd_sc_hd__nor2_1,3
sky130_fd_sc_hd__nor3_1,2
sky130_fd_sc_hd__clkinvlp_4,1
sky130_fd_sc_hd__and3_1,4
sky130_fd_sc_hd__nor4_2,1
sky130_fd_sc_hd__and4_1,1
sky130_fd_sc_hd__clkbuf_16,9
sky130_fd_sc_hd__nand2_1,1
sky130_fd_sc_hd__nor4bb_1,1
sky130_fd_sc_hd__clkbuf_8,1
sky130_fd_sc_hd__nor4b_2,1
sky130_fd_sc_hd__nand4_1,3
sky130_fd_sc_hd__nor4_1,12
sky130_fd_sc_hd__buf_4,4
sky130_fd_sc_hd__dfrtp_1,68
sky130_fd_sc_hd__clkbuf_1,4
sky130_fd_sc_hd__clkdlybuf4s50_1,261
sky130_fd_sc_hd__clkinv_2,2
[metrics by stage]
stage               instances  hold slack, ns  setup slack (ns)  power (W)
floorplan                 227           0.451             0.787    0.00161
global placement          639           0.657             0.223    0.00198
detailed placement        639           0.661             0.179    0.00199
CTS                       655           0.497             0.155    0.00340
global route              655           0.503            0.0502    0.00348
finish                    655           0.521             0.303    0.00330
[per-layer routing]
| metal | part of all wire | vias to the layer above | global-route usage |
|---|---|---|---|
| met1 | 0.34 | 947 | 0.0769 |
| met3 | 0.13 | 12 | 0.0434 |
| met4 | 0.015 | 0 | 0.00993 |
| met5 | 0 | - | 0 |
| met2 | 0.52 | 135 | 0.129 |
| li1 | - | 904 | - |
[path summary, 6_finish.rpt]
path	start	to	slack, ns	depth (start not counted)
worst max-delay path	ri_rx_axis_tdata[14]$_DFF_PP0_	ro_recv_std_valid$_DFF_PP0_	0.30	5
worst min-delay path	i_rx_axis_tdata[57]	ri_rx_axis_tdata[57]$_DFF_PP0_	0.52	1
worst max register to register	ri_rx_axis_tdata[14]$_DFF_PP0_	ro_recv_std_valid$_DFF_PP0_	0.30	5
worst min register to register	ri_rx_axis_tdata[5]$_DFF_PP0_	ro_recv_std_valid$_DFF_PP0_	0.66	2
max in group asynchronous	i_rst	ri_rx_axis_tdata[52]$_DFF_PP0_	1.12	3
min in group asynchronous	i_rst	ri_rx_axis_tdata[48]$_DFF_PP0_	0.53	3
[registers in the layout, indices dropped and copies added, names as in the netlist]
| register | cells |
|---|---|
| ro_recv_return_valid | 1 |
| ro_recv_std_valid | 1 |
| ro_recv_ts_valid | 1 |
| ri_rx_axis_tdata | 64 |
| ri_rx_axis_tvalid | 1 |
[cell type report]
type / count / area, µm²
Clock inverter: 2 / 10.0
Timing Repair Buffer: 265 / 2640
Inverter: 1 / 7.51
Multi-Input combinational cell: 30 / 195
Clock buffer: 14 / 254
Tap cell: 275 / 344
Fill cell: 2227 / 16000
Sequential cell: 68 / 1700
[logic make-up after synthesis]
logic type             count (synthesis)  share of synthesized area
buffers and inverters                129                      0.337
flip-flops                            68                      0.595
AND/OR/NAND/NOR                       30                     0.0682
No activity file was given, so power comes from the tool's default toggle rates.
