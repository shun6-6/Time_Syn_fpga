**design/flow/design.v**
```verilog
`timescale 1ns / 1ps
module time_syn_tx(
    input           i_clk               ,
    input           i_rst               ,
    input           i_send_ts_valid     ,
    input  [63:0]   i_local_time        ,
    input           i_send_std_valid    ,
    input  [63:0]   i_std_time          ,
    input           i_return_valid      ,
    input  [63:0]   i_return_ts         ,
    input           i_tx_axis_tready    ,
    output          o_tx_axis_tvalid    ,
    output [63:0]   o_tx_axis_tdata     ,
    output          o_tx_axis_tlast     ,
    output [7 :0]   o_tx_axis_tkeep     ,
    output          o_tx_axis_tuser            
);
localparam      P_TS_PRE        =   64'h00_00_00_00_00_00_66; 
localparam      P_STD_PRE       =   64'h00_00_00_00_00_00_88; 
localparam      P_RETURN_PRE    =   64'h00_00_00_00_00_00_55; 
localparam      P_FRAME_LEN     =   8'd8;
reg             ri_send_ts_valid    ;
reg  [63:0]     ri_local_time       ;
reg             ri_send_std_valid   ;
reg  [63:0]     ri_std_time         ;
reg             ri_return_valid     ;
reg  [63:0]     ri_return_ts        ;
reg             ro_tx_axis_tvalid   ;
reg  [63:0]     ro_tx_axis_tdata    ;
reg             ro_tx_axis_tlast    ;
reg  [7 :0]     ro_tx_axis_tkeep    ;
reg             ro_tx_axis_tuser    ;
reg  [15:0]     r_send_cnt          ;
wire            w_tx_en             ;
assign  o_tx_axis_tvalid    =   ro_tx_axis_tvalid   ;
assign  o_tx_axis_tdata     =   ro_tx_axis_tdata    ;
assign  o_tx_axis_tlast     =   ro_tx_axis_tlast    ;
assign  o_tx_axis_tkeep     =   8'hff;
assign  o_tx_axis_tuser     =   'd0  ;
assign  w_tx_en             =   o_tx_axis_tvalid & i_tx_axis_tready;
always @(posedge i_clk or posedge i_rst)begin
    if(i_rst)begin
        ri_send_ts_valid  <= 'd0;
        ri_local_time     <= 'd0;
        ri_send_std_valid <= 'd0;
        ri_std_time       <= 'd0;
        ri_return_valid   <= 'd0;
        ri_return_ts      <= 'd0;
    end
    else begin
        ri_send_ts_valid  <= i_send_ts_valid ;
        ri_local_time     <= i_local_time    ;
        ri_send_std_valid <= i_send_std_valid;
        ri_std_time       <= i_std_time      ;
        ri_return_valid   <= i_return_valid  ;
        ri_return_ts      <= i_return_ts     ;
    end
end
always @(posedge i_clk or posedge i_rst)begin
    if(i_rst)
        r_send_cnt <= 'd0;
    else if(r_send_cnt == P_FRAME_LEN - 1)
        r_send_cnt <= 'd0;
    else if(w_tx_en)
        r_send_cnt <= r_send_cnt + 'd1;
    else
        r_send_cnt <= r_send_cnt;
end
always @(posedge i_clk or posedge i_rst)begin
    if(i_rst)
        ro_tx_axis_tvalid <= 'd0;
    else if(r_send_cnt == P_FRAME_LEN - 1)
        ro_tx_axis_tvalid <= 'd0;
    else if(ri_send_ts_valid || ri_send_std_valid || ri_return_valid) 
        ro_tx_axis_tvalid <= 'd1;
    else
        ro_tx_axis_tvalid <= ro_tx_axis_tvalid;
end
always @(posedge i_clk or posedge i_rst)begin
    if(i_rst)
        ro_tx_axis_tdata <= 'd0;
    else if(ri_send_ts_valid && !ro_tx_axis_tvalid)
        ro_tx_axis_tdata <= P_TS_PRE;
    else if(ri_return_valid && !ro_tx_axis_tvalid)
        ro_tx_axis_tdata <= P_RETURN_PRE;
    else if(ri_send_std_valid && !ro_tx_axis_tvalid)
        ro_tx_axis_tdata <= P_STD_PRE;
    else if(w_tx_en && ri_send_ts_valid)
        ro_tx_axis_tdata <= ri_local_time + 2;
    else if(w_tx_en && ri_return_valid)
        ro_tx_axis_tdata <= ri_return_ts;
    else if(w_tx_en && ri_send_std_valid)
        ro_tx_axis_tdata <= ri_std_time + 2;
    else
        ro_tx_axis_tdata <= ro_tx_axis_tdata;
end
always @(posedge i_clk or posedge i_rst)begin
    if(i_rst)
        ro_tx_axis_tlast <= 'd0;
    else if(r_send_cnt == P_FRAME_LEN - 2)
        ro_tx_axis_tlast <= 'd1;
    else
        ro_tx_axis_tlast <= 'd0;
end
endmodule
```
**design/flow/run.sh**
```bash
#!/bin/bash
# OpenROAD 26Q1-2900-gdf79404cd8, Yosys 0.63+post, stock flow scripts
make -C /OpenROAD-flow-scripts/flow DESIGN_CONFIG=/design/flow/config.mk WORK_HOME=/design/flow/orfs finish
```
**design/flow/config.mk**
```make
export PLATFORM = sky130hd
export DESIGN_NAME = time_syn_tx
export DESIGN_NICKNAME = time_syn_tx
export VERILOG_FILES = /design/flow/design.v
export SDC_FILE = /design/flow/constraint.sdc
export NUM_CORES = 4
export LEC_CHECK = 1
export CORE_UTILIZATION = 50
```
**design/flow/constraint.sdc**
```tcl
current_design time_syn_tx

set clk_period 9.3
set clk_io_pct 0.2

create_clock -name clk0 -period $clk_period [get_ports {i_clk}]

set non_clock_inputs [all_inputs -no_clocks]
set_input_delay [expr $clk_period * $clk_io_pct] -clock clk0 $non_clock_inputs
set_output_delay [expr $clk_period * $clk_io_pct] -clock clk0 [all_outputs]
```
==> run notes <==
Implementation results.

The run finished with clean final reports. After synthesis, the most frequently instantiated cells are dfrtp_1 (277), nand2_1 (103), nor2_1 (75). The post-synth tally of flip-flops with integrated enable is 0. The placer's final routability congestion estimate is 0.9419.

The data arrival time reported for the critical path is 4840 ps. In the placement report, post-DP HPWL is listed as between 20000 and 30000 um. Traced cell by cell, the critical path runs through clkdlybuf4s50_1 -> and2_1 -> and2_1 -> nand2_1 -> nor2_1 -> o21ai_0 -> o211ai_1. The largest individual stage delay along the critical path comes from the cell and2_1. The synthesized area is 12070 um2. For hold timing, the worst endpoint is ro_tx_axis_tdata[27]$_DFFE_PP0P_. Averaged over all synthesized cells, the footprint is roughly 11 um2. STA classifies the critical path endpoint as a flop.

Summed over all layers, the routed wires come to 35950 um. The synthesis report lists the Yosys warning total as 1. The aggregate negative setup slack is 0 ps. Looking at the max-slew report, the worst-margin pin has a slew of 953.3 ps. The power per unit of standard cell area is 203.4 nW/um2.

The core region is 23540 um2. The launch point of the worst min-delay path is recorded as ro_tx_axis_tdata[27]$_DFFE_PP0P_. The detailed router's first-iteration violation count is 772. Per the OpenROAD power report, leakage power amounts to 6.366 nW. Hold-check failures listed in the final report amount to 0. The number of antenna violations at the first check in global routing is 0. The post-synthesis instance total is 1110.

The number of detailed-routing iterations run before antenna repair is 5. The effective utilization at floorplan is 51.26%. The cell depth of the worst flop-to-flop path is 6. The slew check shows that the tightest pin keeps a relative margin of 34.80%. The commonest register cell is dfrtp_1. The number of levels in the clock H-tree is 1. The start of the worst register-to-register path is ri_std_time[8]$_DFF_PP0_. The chip area is 24760 um2. In the synthesis report, Yosys lists the chip area as 12070 um2. The clock arrives with 13.79 ps of skew. For this run, the number of standard cells in the final layout without fillers is 1704.

The number of global-route vias before repair came to about 9400. Recorded from the global router log, the overflow total was 0. Measured along the x axis, the die boundary spans 157.4 um.

The script logs the ratio of routed vias to standard cells as approximately 5.7. The report gives the cell count of the worst hold path as 2. The fill cell instance count of the final layout is 1742. The worst setup path is launched from an input port. The instance count after placement with tap cells included is 1652. The worst endpoint required time is 9770 ps. In this run the VDD rail shows a maximum IR drop of between 0.15 and 0.2 mV. The number of antenna cells inserted is 0. The area growth from synthesis to layout is 31.96%. The clock transition at the register clock pins on the worst setup and hold paths after CTS is 60 ps. The type recorded for the worst min-delay path is reg -> reg.

The count of pins over their slew limit is 0. Based on the critical path, the design can be clocked at up to 228.9 MHz. Per the detail_route report, the via count comes to between 9000 and 10000.

For this run, the slowest stage of the critical path takes 670 ps. Clock tree synthesis selected as its root buffer the cell clkbuf_16. The I/O pin count is 273.

The setup check on the worst reg-to-reg path leaves a slack of ~6300 ps. The wire length of the first global-routing pass is 54120 um. The report lists the number of cells resized after CTS as 0. The number of OpenROAD warnings is 29.

After synthesis, flip-flops and latches occupy 57.43% of the total area. After clock tree synthesis, the flow added hold-fix buffers numbering 0. The layout cell share with drive strength beyond 1 is 5.848%.

The worst setup path is of the in -> reg kind. After synthesis, the share of flip-flops with an asynchronous set or reset is around 100%. Ranked by total cell area, the synthesized netlist is headed by dfrtp_1 (57%), xnor2_1 (4.6%), nand2_1 (3.2%), nand4_1 (2.3%), nor2_1 (2.3%). The detailed-route wire length per cell is 21.10 um. The number of cells in Yosys stat is between 1000 and 1500. Of the post-synthesis cell area, the dominant cell type holds 57.43%. The number of port buffers is 263. Synthesis instantiated about 67 different standard cells from the library. Entering global routing, the biggest net connects 118 pins.

For this run, the final setup violation count is recorded as 0. The capture point of the worst register-to-register path is recorded as ro_tx_axis_tdata[50]$_DFFE_PP0P_. Yosys instantiated no cell more often than dfrtp_1. The number of routed nets with antenna violations is 0. Hold timing on the final database bottoms out at a slack of between 400 and 500 ps. The y dimension of the die is around 160 um. According to the floorplan log, the row count is 56. The dominant cell type by count on the critical path is and2_1. The global-route total usage across every layer is 31.06%.

The portion of the clock cycle consumed by the worst path in the final layout is 46.98%. The clock buffer count from CTS is 29. The number of post-CTS setup repair buffers is 0. The clock passes through at most 3 buffers. The synthesized design contains 277 register bits. Per the detail_route report, DRC violations left total 0. The max-cap violation count is 0. The largest total area in the synthesized netlist belongs to dfrtp_1.

TritonCTS built the clock tree. The skew report gives the latency at the later pin of the worst-skew pair as 550 ps. The count of clock tree sinks is between 200 and 300. The final period demand of the worst path is 4370 ps. The maximum fanout count along the critical path is 18.

Setup repair after global routing left no endpoint under its margin.
## worst max-delay path, delay by kind of cell
| kind | cells | cell delay (ps) |
|---|---|---|
| AND-OR/OR-AND | 2 | 250 |
| buffers and inverters | 1 | 640 |
| AND/OR/NAND/NOR | 4 | 2080 |
## layer usage
metal	share of wire, %	vias up	global-route usage (%)	wire length (um)
met5	0	-	0	0
met4	2.6	0	6.472	946
met3	11	60	11.66	4047
met2	43	478	43.59	15460
met1	43	4584	48.37	15490
li1	-	4583	-	-
## cell type report
| type | count | area [um2] | area share (%) |
|---|---|---|---|
| Sequential cell | 277 | 6932 | 43.52 |
| Multi-Input combinational cell | 767 | 4836 | 30.36 |
| Timing Repair Buffer | 275 | 2735 | 17.17 |
| Clock buffer | 43 | 878.3 | 5.515 |
| Tap cell | 319 | 399.1 | 2.506 |
| Clock inverter | 9 | 90.09 | 0.5656 |
| Inverter | 14 | 56.30 | 0.3535 |
## worst max path at each step
stage                     from                                to  slack [ps]  cells after the start
CTS           i_tx_axis_tready  ro_tx_axis_tdata[61]$_DFFE_PP0P_        5020                      7
global route  i_tx_axis_tready  ro_tx_axis_tdata[61]$_DFFE_PP0P_        4760                      7
finish        i_tx_axis_tready  ro_tx_axis_tdata[61]$_DFFE_PP0P_        4930                      7
## state kept, by name, indices dropped and copies added (netlist names)
signal             cells
ri_return_ts          64
ro_tx_axis_tvalid      1
ri_local_time         64
ri_return_valid        1
ro_tx_axis_tdata      64
ri_send_ts_valid       1
ri_std_time           64
ri_send_std_valid      1
r_send_cnt            16
ro_tx_axis_tlast       1
## through the flow
stage	setup slack [ps]	instance area [um2]	utilization [%]	power, mW
final	4930	15930	67.65	3.239
after detailed placement	4424	14960	63.54	2.113
after global routing	4763	15930	67.65	3.394
after global placement	4491	14960	63.54	2.108
after floorplan	3775	12100	-	1.713
after CTS	5021	15930	67.65	3.267
## cell families (layout without fill, tap and decap cells)
family,after synthesis,count (layout),synth area share (%)
DFF,277,277,57.43
buffers and inverters,73,341,2.923
and+or+nand+nor,447,447,19.73
xor gates and xnor gates,93,93,6.749
AOI/OAI and AO/OA,210,210,12.36
muxes,4,4,0.3318
adders and majority gates,4,4,0.4147
other,2,9,0.06223
## power by group
part / total, mW / leakage, nW / internal [mW] / switching [mW]
sequential: 1.49 / 3.28 / 1.36 / 0.134
clock: 1.14 / 0.474 / 0.679 / 0.460
combinational: 0.608 / 2.61 / 0.361 / 0.247
total: 3.24 / 6.37 / 2.40 / 0.841
## cells in the final DEF, fill, tap and decap left out, types with 3 or more instances in the layout
cell type | synthesis | routed
dfrtp_1 | 277 | 277
nand4_2 | 3 | 3
o31a_1 | 10 | 10
xnor2_1 | 63 | 63
clkdlybuf4s50_1 | 0 | 263
o21a_1 | 4 | 4
nand3_1 | 56 | 55
ha_1 | 4 | 4
o211ai_1 | 6 | 6
o31ai_1 | 13 | 13
nand2_1 | 103 | 103
a22oi_1 | 9 | 9
clkbuf_1 | 40 | 4
o21ai_0 | 56 | 56
mux2i_1 | 4 | 4
nor3_1 | 35 | 34
or3_1 | 11 | 11
buf_4 | 10 | 11
nor4_1 | 31 | 30
and2_1 | 8 | 8
clkbuf_16 | 0 | 29
a221o_1 | 24 | 24
and4_1 | 20 | 20
a22o_1 | 5 | 5
and3_1 | 29 | 28
nand4_1 | 45 | 45
conb_1 | 2 | 9
a211oi_1 | 22 | 22
inv_1 | 14 | 13
a21oi_1 | 23 | 23
o211a_1 | 3 | 3
nor2b_1 | 4 | 4
o221ai_1 | 6 | 6
clkbuf_8 | 2 | 10
a31oi_1 | 7 | 7
nor2_1 | 75 | 75
xor2_1 | 30 | 30
or4_1 | 10 | 10
clkinvlp_4 | 0 | 3
Power is estimated from default activity; no workload was simulated.
