File: /design/flow/design.v
`timescale 1ns / 1ps
module Time_syn_ctrl_module(
    input           i_clk               ,
    input           i_rst               ,
    output          o_time_syn_start    ,
    output          o_select_port       ,
    input           i_rx_axis_tvalid    ,
    input  [63:0]   i_rx_axis_tdata     ,
    input           i_rx_axis_tlast     ,
    input  [7 :0]   i_rx_axis_tkeep     ,
    input           i_rx_axis_tuser      
);
localparam      P_SYN_START     =   64'h00_00_00_00_00_55_66;
localparam      P_SELECT_PORT   =   64'h00_00_00_00_00_55_88;
localparam      P_FRAME_LEN     =   8'd8;
reg             ri_rx_axis_tvalid   ;
reg  [63:0]     ri_rx_axis_tdata    ;
reg             ri_rx_axis_tlast    ;
reg  [7 :0]     ri_rx_axis_tkeep    ;
reg             ri_rx_axis_tuser    ;
reg  [63:0]     ro_time_syn_start   ;
reg             ro_select_port      ;
assign  o_time_syn_start   = ro_time_syn_start      ;
assign  o_select_port      = ro_select_port         ;
always @(posedge i_clk or posedge i_rst)begin
    if(i_rst)begin
        ri_rx_axis_tvalid <= 'd0;
        ri_rx_axis_tdata  <= 'd0;
        ri_rx_axis_tlast  <= 'd0;
        ri_rx_axis_tkeep  <= 'd0;
        ri_rx_axis_tuser  <= 'd0;
    end
    else begin
        ri_rx_axis_tvalid <= i_rx_axis_tvalid;
        ri_rx_axis_tdata  <= i_rx_axis_tdata ;
        ri_rx_axis_tlast  <= i_rx_axis_tlast ;
        ri_rx_axis_tkeep  <= i_rx_axis_tkeep ;
        ri_rx_axis_tuser  <= i_rx_axis_tuser ;        
    end
end
always @(posedge i_clk or posedge i_rst)begin
    if(i_rst)
        ro_time_syn_start   <= 'd0;       
    else if(ri_rx_axis_tvalid && ri_rx_axis_tdata == P_SYN_START)
        ro_time_syn_start   <= 'd1;         
    else 
        ro_time_syn_start   <= 'd0;            
end
always @(posedge i_clk or posedge i_rst)begin
    if(i_rst)
        ro_select_port   <= 'd0;     
    else if(ri_rx_axis_tvalid && ri_rx_axis_tdata == P_SYN_START)
        ro_select_port   <= 'd0;   
    else if(ri_rx_axis_tvalid && ri_rx_axis_tdata == P_SELECT_PORT)
        ro_select_port   <= 'd1;         
    else 
        ro_select_port   <= ro_select_port;            
end
endmodule
File: /design/flow/run.sh
#!/bin/bash
# OpenROAD 26Q1-2900-gdf79404cd8, Yosys 0.63+post, stock flow scripts
make -C /OpenROAD-flow-scripts/flow DESIGN_CONFIG=/design/flow/config.mk WORK_HOME=/design/flow/orfs finish
File: /design/flow/config.mk
export PLATFORM = sky130hd
export DESIGN_NAME = Time_syn_ctrl_module
export DESIGN_NICKNAME = Time_syn_ctrl_module
export VERILOG_FILES = /design/flow/design.v
export SDC_FILE = /design/flow/constraint.sdc
export NUM_CORES = 4
export LEC_CHECK = 1
export CORE_UTILIZATION = 50
File: /design/flow/constraint.sdc
current_design Time_syn_ctrl_module

set clk_period 1.7
set clk_io_pct 0.2

create_clock -name clk0 -period $clk_period [get_ports {i_clk}]

set non_clock_inputs [all_inputs -no_clocks]
set_input_delay [expr $clk_period * $clk_io_pct] -clock clk0 $non_clock_inputs
set_output_delay [expr $clk_period * $clk_io_pct] -clock clk0 [all_outputs]
==> impl_metrics.toml <==
# yosys + openroad results
[layout]
syn2layout_area_growth_pct = 51.0
final_cells = 228
drive_gt1_share_pct = 11.5

[clocking]
clock-sinks = 67
cts_buffer_depth = 2
insertion_delay_ns = 0.33
clk_pin_slew_ns = 0.06
cts-buffers-inserted = 9
cts_root_buf = "clkbuf_8"
cts_resized = 0
cts_setup_buffers = 0
hold_buffers = 0
cts_tree = "yes"
cts_htree_levels = 3

[yosys]
ys.flops = 67
yosysWarningCount = 1
syn_area_sq_mm = 0.00189
ys_seq_share_pct = 88.7
ys_cells = 98
post_synth_num_cell_types = 15
yosys_area_sq_mm = 0.00189
synth.avg_cell_area_sq_um = 19.3
synthCells = 98

[global_route]
first_global_vias = 1178
grt_use_total_pct = 19.2
grt-ovfl-total = 0
grt_pass1_wl_microns = 5330
antenna_found_initial = 0
grt_max_degree = 44

[detailed_routing]
wl_per_cell_microns = 13.8
drtIter0Drc = 14
vias = 1095
n_antenna_cell = 0
ant_nets = 0
routed_wl_microns = 3160
drt-pass1-iter-count = 4
vias_per_cell = 4.80
drcViolationCount = 0

[floorplan]
core_area_sq_mm = 0.00347
dieArea_sq_mm = 0.00403
die_width_microns = 63.5
fp.dieH_microns = 63.5
core.rowCount = 21
fp_util_pct = 54.5
ioPinCount = 79

[run]
tool_warnings = 36
drv_cap = 0

[sta]
setup_tns_ns = 0
finalHoldViolations = 0
tightest_slew_ns = 0.380
fin_crit_ns = 1.51
maxSlewViolCount = 0
rsz0062_at_grt = "false"
setup_violations = 0
max_freq_mhz = 663
slew_headroom_pct = 74.5
finalCritPeriodShare_pct = 88.7
fin_skew_ns = 0.00567

[power]
p_sw_share_pct = 18.9
pwr-share-comb_pct = 6.5
p_int_w = 0.00252
power_density_mw_per_mm2 = 1090
switchingPower_w = 0.000585
p_leak_nw = 1.20
clkPwrFrac_pct = 38.7
seq_power_share_pct = 54.7
vdd_drop_max_v = 0.000719

[placement]
io_buffers = 68
gp_congestion = 0.684
place_inst = 214
hpwl_microns = 2090

[worst_setup_path]
worst-setup-path-type = "reg2reg"
start_kind = "flip-flop"
crit_arrival_ns = 1.72
cp_max_fo = 2
endpoint_kind = "flip-flop"
cp.required_ns = 1.91

[worst_hold_path]
hold_path.class = "in2async"

[status]
outcome = "completed"
worst max-delay path: stages (launching register included):
cell       delay [ns]
dfrtp_1          0.37
nor4b_1          0.38
nand4_1          0.14
nor2_1           0.20
nand4_1          0.14
o2bb2ai_1        0.15
cells by family after synthesis:
kind of cell           synth area share [%]
AND-OR/OR-AND                         0.463
buffers and inverters                 0.397
AND/OR/NAND/NOR                        10.5
flip-flops                             88.7
area by class of cell:
type	count	area [sq um]
clock buffers	11	141
clock inverters	3	40.0
fillers	190	614
inverters	2	11.3
multi-input cells	29	206
flip-flops and latches	67	1680
well taps	46	57.6
repair buffers	70	721
placed cells by master (no fill, tap or decap):
master,Yosys,layout
and4bb_2,2,2
buf_12,0,2
bufinv_16,0,1
clkbuf_1,0,1
clkbuf_8,0,10
clkdlybuf4s50_1,0,68
clkinv_2,0,2
clkinvlp_4,0,1
dfrtp_1,67,67
inv_1,2,1
nand2_1,3,3
nand3_1,1,1
nand3b_1,1,1
nand4_1,3,3
nand4b_1,1,1
nor2_1,2,2
nor3_1,1,1
nor3_2,1,1
nor4_1,9,9
nor4_2,2,2
nor4b_1,2,2
o2bb2ai_1,1,1
routing by layer:
metal	global-route usage, %	share of wire (%)	vias up
met5	0	0	-
met4	4.26	2.7	0
met3	8.09	9.7	10
met2	29.0	47	52
met1	28.0	40	534
li1	-	-	499
sequential cells by signal, indices dropped and copies added, names as in the netlist:
| register | count |
|---|---|
| ri_rx_axis_tdata | 64 |
| ri_rx_axis_tvalid | 1 |
| ro_select_port | 1 |
| ro_time_syn_start | 1 |
final timing paths:
path	from	to	slack [ns]	cells after the start
min in group clk0	i_rx_axis_tdata[45]	ri_rx_axis_tdata[45]$_DFF_PP0_	0.44	1
setup / recovery	ri_rx_axis_tdata[41]$_DFF_PP0_	ro_select_port$_DFFE_PP0P_	0.19	5
max in group asynchronous	i_rst	ri_rx_axis_tdata[25]$_DFF_PP0_	1.05	3
setup reg to reg	ri_rx_axis_tdata[41]$_DFF_PP0_	ro_select_port$_DFFE_PP0P_	0.19	5
hold reg to reg	ro_select_port$_DFFE_PP0P_	ro_select_port$_DFFE_PP0P_	0.51	1
hold / removal	i_rst	ri_rx_axis_tdata[53]$_DFF_PP0_	0.42	3
power groups by stage:
stage	clock network (W)	logic [W]	registers, W
5_1_grt	0.00132	0.000221	0.00170
4_1_cts	0.00123	0.000207	0.00170
6_report	0.00120	0.000202	0.00170
synth_stat cells:
library cell / n / share of area (%)
nand2_1: 3 / 0.60
nand3_1: 1 / 0.26
nor4b_1: 2 / 0.93
inv_1: 2 / 0.40
nor4_2: 2 / 1.3
nand4b_1: 1 / 0.46
nand4_1: 3 / 0.99
and4bb_2: 2 / 1.3
o2bb2ai_1: 1 / 0.46
dfrtp_1: 67 / 89
nor4_1: 9 / 3.0
nor3_2: 1 / 0.53
nor3_1: 1 / 0.26
nor2_1: 2 / 0.40
nand3b_1: 1 / 0.40
stage by stage:
| step | instance area [sq um] | hold WS (ns) | power, W | util (%) | setup WS, ns |
|---|---|---|---|---|---|
| 6_report | 2850 | 0.423 | 0.00310 | 82.3 | 0.192 |
| 4_1_cts | 2850 | 0.417 | 0.00314 | 82.3 | 0.163 |
| 5_1_grt | 2850 | 0.422 | 0.00324 | 82.3 | 0.0844 |
| 3_3_place_gp | 2670 | 0.473 | 0.00192 | 77.1 | 0.281 |
| 3_5_place_dp | 2670 | 0.483 | 0.00193 | 77.1 | 0.262 |
| 2_1_floorplan | 1890 | 0.371 | 0.00175 | - | 0.410 |
No activity file was given, so power comes from the tool's default toggle rates.
